`flow/run.sh`:
```
#!/bin/bash
# OpenROAD 26Q1-2900-gdf79404cd8, Yosys 0.63+post, stock flow scripts
make -C /OpenROAD-flow-scripts/flow DESIGN_CONFIG=/design/flow/config.mk WORK_HOME=/design/flow/orfs finish
```
`flow/constraint.sdc`:
```
current_design vga_timing

set clk_period 2.8
set clk_io_pct 0.2

create_clock -name clk0 -period $clk_period [get_ports {clk}]

set non_clock_inputs [all_inputs -no_clocks]
set_input_delay [expr $clk_period * $clk_io_pct] -clock clk0 $non_clock_inputs
set_output_delay [expr $clk_period * $clk_io_pct] -clock clk0 [all_outputs]
```
`flow/config.mk`:
```
export PLATFORM = sky130hd
export DESIGN_NAME = vga_timing
export DESIGN_NICKNAME = vga_timing
export VERILOG_FILES = /design/flow/design.v
export SDC_FILE = /design/flow/constraint.sdc
export NUM_CORES = 4
export LEC_CHECK = 1
export CORE_AREA = 10 10 96 96
export DIE_AREA = 0 0 106 106
```
`flow/design.v`:
```
module vga_timing(hsync, vsync, x, y, clk, reset);
	parameter H_DISPLAY = 640;
	parameter H_FRONT_PORCH = 16;
	parameter H_BACK_PORCH = 48;
	parameter H_SYNC = 96;
	parameter H_TOTAL = H_DISPLAY + H_FRONT_PORCH + H_BACK_PORCH + H_SYNC;
	parameter V_DISPLAY = 480;
	parameter V_FRONT_PORCH = 10;
	parameter V_BACK_PORCH = 33;
	parameter V_SYNC = 2;
	parameter V_TOTAL = V_DISPLAY + V_FRONT_PORCH + V_BACK_PORCH + V_SYNC;
	input clk, reset;
	output reg hsync, vsync;
	output reg [9:0] x, y;
	reg [9:0] h_counter;
	reg [9:0] v_counter;
	always@(posedge clk or posedge reset) begin
		if (reset) begin
			h_counter <= 0;
			v_counter <= 0;
		end else begin
			if (h_counter == H_TOTAL - 1) begin
					h_counter <= 0;	
					if (v_counter == V_TOTAL - 1) v_counter <= 0;
					else v_counter = v_counter + 1;
			end else h_counter <= h_counter + 1;
		end
	end
	always@* hsync = ~(h_counter >= H_DISPLAY + H_FRONT_PORCH && h_counter < H_DISPLAY + H_FRONT_PORCH + H_SYNC);
	always@* vsync = ~(v_counter >= V_DISPLAY + V_FRONT_PORCH && v_counter < V_DISPLAY + V_FRONT_PORCH + V_SYNC);
	always@* begin
		x = h_counter;
		y = v_counter;
	end
endmodule
```
==> flow_metrics.rpt <==
FLOW METRICS REPORT
----------------------------------------------------
[Critical path]
  Launching element type of the critical path ........................ flip-flop
  Crit path max fanout ........................ 6
  Logic depth of the worst register-to-register path ........................ 5
  Data required, critical path ........................ about 2.2 ns
  Worst reg2reg endpoint ........................ v_counter[4]$_DFFE_PP0N_
  Worst setup path endpoint ........................ vsync
  CP Class ........................ reg -> out
  First element of the critical path ........................ v_counter[0]$_DFFE_PP0N_
  Register-to-register path setup slack ........................ between 0.8 and 0.9 ns
  Critical Path Sink Type ........................ output port
  Arrival time of the worst setup path ........................ about 1.6 ns
  Origin of the critical flop-to-flop path ........................ h_counter[0]$_DFF_PP0_

[Finish]
  Area growth from synthesis to layout ........................ 34.35%
  Final instance area ........................ roughly 1500 um^2
  Layout cells sized above 1 ........................ 0.08527
  Number of fill cells ........................ 789
  Count of placed standard cells in the final layout, fillers left out ........................ approximately 230

[Yosys]
  YS chip area ........................ about 1100 um^2
  Registers, synthesis ........................ 20
  Proportion of synthesized chip area in sequential cells ........................ 0.4505
  Synthesized instance count ........................ 105
  Syn_area_per_cell ........................ approximately 11 um^2
  Tally of yosys warning messages ........................ 1
  Number of unique standard cell types used by synthesis ........................ 32
  Number of enable flip-flop cells ........................ 0
  Synth async-reset ratio ........................ 1.000
  Leading register cell type out of synthesis ........................ dfrtp_1
  Total cells reported by yosys after synthesis ........................ about 110
  Post-Synthesis Cell Area ........................ between 1000 and 1500 um^2

[Clock tree]
  Clock Latency Late Sink ........................ approximately 0.25 ns
  Max H-tree Level ........................ 1
  Clock tree from TritonCTS ........................ done
  Maximum count of clock buffers along a single path ........................ 2
  CTS hold repair buffers ........................ 0
  Sinks on Clock Net ........................ 20
  Number of gates resized after CTS ........................ 0
  Number of CTS-inserted buffers ........................ 3
  Post-CTS clock slew at the launch and capture registers of the worst setup and hold paths ........................ around 0.070 ns
  Clock tree root buffer cell ........................ clkbuf_8
  Setup repair bufs after CTS ........................ 0

[Global routing]
  First-pass GRT wire length ........................ roughly 4200 um
  Initial antenna violation count ........................ 0
  Total global-route track usage ........................ 0.04567
  GR Overflow Total ........................ 0
  Vias in the first global route ........................ between 800 and 900
  Largest net degree at the start of global routing ........................ 21

[Power]
  Switching power share of the total ........................ 0.1997
  Clock power frac ........................ 0.385
  Power per cell area ........................ about 320 nW/um^2
  Max VDD drop ........................ 0.0001389 V
  Total power ........................ between 0.4 and 0.5 mW
  Leakage ........................ ~0.65 nW
  Reg power frac ........................ 0.598
  Combinational share of power ........................ 0.017
  Net Switching ........................ 0.09644 mW
  Design internal power ........................ ~0.39 mW

[Drt]
  DR pass1 iterations ........................ 4
  Average vias per placed instance ........................ 3.640
  Average routed wire per standard cell ........................ between 10 and 15 um
  Remaining design rule violation count ........................ 0
  Total number of vias ........................ 830
  Number of diodes ........................ 0
  Number of design-rule violations left by the first detailed-router iteration ........................ 44
  Total routed wirelength ........................ 2532 um
  Antenna-violating nets left ........................ 0

[Final timing]
  Worst-margin pin slew ........................ 0.4600 ns
  Final setup violating endpoints ........................ 0
  Final cycle utilization of the critical path ........................ 0.7818
  Count of final hold-check violations ........................ 0
  Worst-case headroom to the max-slew limit ........................ 0.6934
  Shortest period the worst path allows ........................ 2.189 ns
  Worst Clk Skew ........................ approximately 0.0057 ns
  F_max ........................ 456.8 MHz
  Setup repair after global routing missed its margin ........................ false
  Max Transition Viols Final ........................ 0
  TNS Setup ........................ 0 ns

[Job]
  Number of logged tool warnings ........................ 29
  Number of max-cap violations ........................ 0

[Floorplanning]
  Floorplan Utilization ........................ 0.1540
  Chip area ........................ around 11000 um^2
  Io pins ........................ 24
  Area of the core ........................ 7214 um^2
  Die height ........................ 106 um
  Num rows ........................ 31
  Floorplan die width ........................ approximately 110 um

[Placed design]
  HPWL Detailed ........................ 1876 um
  Placed standard-cell area ........................ between 1000 and 1500 um^2
  Number of placed instances with taps included ........................ 225
  Routability Congestion ........................ 0.7953
  Count of buffers from port buffering ........................ 23

[Outcome]
  Status ........................ finished clean

[Hold path]
  Worst min-delay path category ........................ reg -> reg
  Launch point of the worst hold path ........................ h_counter[9]$_DFF_PP0_

----------------------------------------------------
kinds of logic after synthesis:
family                   synth area share
AND/OR/NAND/NOR                    0.2804
flip-flops                         0.4505
XOR/XNOR                          0.07883
AND-OR/OR-AND                     0.05632
buffers and inverters             0.03604
adder cells (fa/ha/maj)           0.05631
multiplexers                      0.04166
sequential cells by signal (all words and copies together), names as in the netlist:
name and cells:
v_counter 10, h_counter 10
cell usage after synthesis, types with 3 or more instances:
library cell  count  area share
dfrtp_1          20        0.45
xor2_1            5       0.039
ha_1              5       0.056
nor2_1            9       0.030
nand2_1           9       0.030
xnor2_1           5       0.039
inv_1             5       0.017
nor3_1            3       0.014
nand4_1           3       0.017
nand3_1           7       0.032
and3_1            5       0.028
metal layers:
metal,vias to the layer above,global-route usage,share of wire
met5,-,0,0
met4,0,0.002901,0
met3,0,0.02936,0.13
met2,27,0.06581,0.38
met1,385,0.05902,0.49
li1,418,-,-
layout make-up:
cell class	instances	area, um^2	area share
well taps	99	123.9	0.08298
flip-flops and latches	20	500.5	0.3353
inverters	5	18.77	0.01257
clock buffers	3	41.29	0.02766
multi-input cells	77	570.5	0.3822
repair buffers	24	237.7	0.1593
layout by cell type, fill, tap and decap left out:
cell	count
clkdlybuf4s50_1	23
dfrtp_1	20
nor2_1	9
nand2_1	9
nand3_1	7
and3_1	5
xor2_1	5
xnor2_1	5
inv_1	5
ha_1	5
nand4_1	3
nor3_1	3
clkbuf_8	3
nor2b_1	2
a22o_1	2
a21oi_1	2
o21ai_0	2
mux2i_1	2
and4_1	2
nor4b_1	2
and4_4	1
nor3b_4	1
or3_4	1
nor4_4	1
o211a_1	1
nand4_4	1
mux2_4	1
and2_1	1
o211ai_1	1
nor4_1	1
a21o_1	1
mux2_2	1
buf_4	1
how the worst min path moves through the flow:
stage	to	slack, ns	cells after the start
after CTS	v_counter[7]$_DFFE_PP0N_	0.55	1
after global routing	v_counter[7]$_DFFE_PP0N_	0.57	1
final	h_counter[9]$_DFF_PP0_	0.54	1
worst max-delay path: stages, from the launching register on:
cell	delay [ns]
dfrtp_1	0.42
inv_1	0.10
ha_1	0.20
o211ai_1	0.16
clkdlybuf4s50_1	0.49
power by group through the flow:
stage / Combinational [mW] / Sequential (mW) / Clock [mW]
4_1_cts: 0.00911 / 0.289 / 0.197
5_1_grt: 0.00997 / 0.289 / 0.210
6_report: 0.00834 / 0.289 / 0.186
through the flow:
step	hold slack, ns	utilization	setup slack [ns]
final	0.5449	0.2069	0.6108
after global routing	0.5738	0.2069	0.4330
after CTS	0.5503	0.2069	0.5830
after detailed placement	0.5361	0.2012	0.8558
after global placement	0.5397	0.2012	0.8298
after floorplan	0.4697	-	1.192
Power figures rest on the tool's default switching activity, not on a simulated workload.
