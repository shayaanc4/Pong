--- ./run.sh ---
#!/bin/bash
# OpenROAD 26Q1-2900-gdf79404cd8, Yosys 0.63+post, stock flow scripts
make -C /OpenROAD-flow-scripts/flow DESIGN_CONFIG=/design/flow/config.mk WORK_HOME=/design/flow/orfs finish
--- ./config.mk ---
export PLATFORM = sky130hd
export DESIGN_NAME = draw_objects
export DESIGN_NICKNAME = draw_objects
export VERILOG_FILES = /design/flow/design.v
export SDC_FILE = /design/flow/constraint.sdc
export NUM_CORES = 4
export LEC_CHECK = 1
export CORE_AREA = 10 10 110 110
export DIE_AREA = 0 0 120 120
--- ./constraint.sdc ---
current_design draw_objects

set clk_period 5.1
set clk_io_pct 0.2

create_clock -name clk0 -period $clk_period

set non_clock_inputs [all_inputs -no_clocks]
set_input_delay [expr $clk_period * $clk_io_pct] -clock clk0 $non_clock_inputs
set_output_delay [expr $clk_period * $clk_io_pct] -clock clk0 [all_outputs]
--- ./design.v ---
module draw_objects(r, g, b, x, y, ball_x, ball_y, paddle1_y, paddle2_y);
	parameter ACTIVE_WIDTH = 640;
	parameter ACTIVE_HEIGHT = 480;
	parameter PADDLE_WIDTH = 10;  
	parameter PADDLE_HEIGHT = 50;  
	parameter BALL_WIDTH = 10;
	parameter BALL_HEIGHT = 10;
	input [9:0] x, y, ball_x, ball_y, paddle1_y, paddle2_y;
	output reg [3:0] r,g,b;
	always@* begin
		if (x >= ball_x && x < ball_x + BALL_WIDTH && y >= ball_y && y < ball_y + BALL_HEIGHT) begin
			r <= 4'd15;
			g <= 4'd15;
			b <= 4'd15;
		end 
		else if (x >= 0 && x < PADDLE_WIDTH && y >= paddle1_y && y < paddle1_y + PADDLE_HEIGHT) begin
			r <= 4'd15;
			g <= 4'd15;
			b <= 4'd15;
		end else if (x >= ACTIVE_WIDTH - PADDLE_WIDTH && x < ACTIVE_WIDTH && y >= paddle2_y && y < paddle2_y + PADDLE_HEIGHT) begin
			r <= 4'd15;
			g <= 4'd15;
			b <= 4'd15;
		end 
		else begin
			r <= 4'd0;
			g <= 4'd0;
			b <= 4'd0;
		end
	end
endmodule
==> results.cfg <==
; synthesis and place-and-route metrics
[status]
status = finished, final reports clean

[worst_setup_path]
worstPathBufferInverterCount = 3
crit_top_cell = clkdlybuf4s50_1
end_kind = output pin
worst_ep_required_time_ps = 4080
worstPathArrival_ps = 3960
cpMaxStageDelayCell = clkdlybuf4s50_1
crit_family = buffers and inverters
path_max_fanout = 6
max_stage_delay_ps = 470
cp-start-kind = input port
path_cells = clkdlybuf4s50_1, or3_4, nand3_4, xnor2_2, ha_1, a211oi_2, o21ai_1, o221a_2, o32a_1, o311ai_4, buf_6, clkdlybuf4s50_1
crit_type = input port to output pin

[timing]
finalCritPeriodShare_pct = 97.65
fin_crit_ps = 4980
finalHoldViolCount = 0
slew_headroom_pct = 69.25
fin_tns_setup_ps = 0
final-setup-viol-count = 0
hold_slack_ps = 3143
slew_viol_final = 0
fmax_mhz = 200.8
postLayoutSetupSlackWorst_ps = 119.8
tightest_slew_ps = 461.2

[logic_synthesis]
synth_cell_types = 45
yosysMostFrequentCell = ha_1
syn_avg_cell_area_sq_um = 7.930
syn_inst = 296
seq_area_frac_synth_pct = 0
ys_cells = 296
syn_area_sq_um = 2347
largest_area_cell = ha_1
yosysWarnings = 1
top_cell_area_share_pct = 42.64
topCellsByArea = ha_1 43%, xnor2_1 9.7%, inv_1 6.7%
top_cells_by_count = 80 x ha_1, 42 x inv_1, 26 x xnor2_1
yosys_area_sq_um = 2347

[floorplanning]
die_y_um = 120
initial_core_util_pct = 24.01
chip_area_sq_um = 14400
pin_count = 72
fp.dieW_um = 120
rows = 36
core_sq_um = 9774

[pwr]
powerDensity_nw_per_um2 = 84.92
pwr-share-seq_pct = 0
switching_share_pct = 44.90
clkPwrFrac_pct = 0
peakVddDrop_v = 0.00003091
power_uw = 303.1
leakagePower_nw = 1.774
pwr-share-comb_pct = 100.0
p_sw_uw = 136.1
intPower_uw = 167.0

[drt]
route.detailed.drc = 0
via_per_inst = 4.459
vias = 2359
wl_per_cell_um = 12.17
route.final.wire_length_mm = 6.436
drt_iter0_drc = 72
drt-pass1-iter-count = 4
drtAntennaViolNets = 0

[global_route]
grt_overflow = 0
antenna_found_initial = 1
grt_pass1_vias = 2348
grt_max_degree = 7
grt_first_pass_wirelength_mm = 10.86
grt_use_total_pct = 8.789

[placed_design]
hpwlAfterDp_mm = 5.883
dp_slack_ps = -160.7
io_buffer_count = 72
globalplace.congestion = 0.8279
place_area_sq_um = 3392
place_inst = 522

[clock_network]
ctsHoldBuffers = 0

[cells_and_area]
post-route-util_pct = 36.52
num-clock-buffers = 0
final_area_sq_um = 3570
syn2layout_area_growth_pct = 52.08
register_area_sq_um = 0
final_cells = 529
seq_cells = 0
drive_gt1_share_pct = 17.47

[run]
warning_count = 36
cap_violations = 0

[hold_path]
hold_class = input port to output pin
-- routing by layer --
metal	track usage [%]	vias to the layer above	part of all wire, %
li1	-	1282	-
met1	12.26	1029	50
met2	14.72	46	45
met3	1.333	2	4.1
met4	0.3017	0	0.36
met5	0	-	0
-- what timing repair did --
item | CTS | global route
buffers inserted | 4 | 1
cloned | 1 | 0
gates resized | 27 | 19
hold endpoints to repair | 0 | 0
pin swaps | 16 | 12
setup endpoints to repair | 12 | 12
-- final timing paths --
kind / end / slack, ps / startpoint / cells after the start
max: g[0] / 120 / paddle2_y[5] / 12
min: b[3] / 3140 / x[7] / 6
-- power by group through the flow --
stage                 combinational [mW]    clock (mW)  sequential (mW)
after CTS                          0.301             0                0
after global routing               0.347  0.0000000262                0
final                              0.303  0.0000000262                0
-- cell families after synthesis --
group / count (synthesis) / share of synthesized area [%]
AND/OR/NAND/NOR: 47 / 11.46
adder cells (fa/ha/maj): 80 / 42.64
AND-OR/OR-AND: 83 / 24.41
XOR/XNOR: 28 / 10.45
buffers and inverters: 58 / 11.03
-- cell usage in the layout, fill, tap and decap left out, types with 8 or more instances in the layout --
cell type,n
a21oi_1,14
nor2_1,10
dlygate4sd2_1,11
buf_4,35
xnor2_1,24
ha_1,77
a21o_1,9
inv_1,41
o21ai_0,11
nand3_1,8
clkdlybuf4s50_1,55
-- cell type report --
cell class / count / area, sq um
Multi-Input combinational cell: 238 / 2206
Tap cell: 133 / 166.4
Antenna cell: 1 / 2.502
Fill cell: 1000 / 6205
Inverter: 47 / 176.4
Timing Repair Buffer: 110 / 1018
-- tightest hold or removal path, stage by stage --
cell,delay [ps]
clkdlybuf4s50_1,520
nor2_1,80
nand2_1,110
o311ai_4,130
buf_6,140
dlymetal6s2s_1,130
Power figures rest on the tool's default switching activity, not on a simulated workload.
