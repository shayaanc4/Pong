==> ./design.v <==
module game_logic(clk, reset, KEY, ball_x, ball_y, paddle1_y, paddle2_y, score1, score2);
parameter ACTIVE_WIDTH = 640;
parameter ACTIVE_HEIGHT = 480;
parameter PADDLE_WIDTH = 10;  
parameter PADDLE_HEIGHT = 50;  
parameter BALL_WIDTH = 10;
parameter BALL_HEIGHT = 10;
parameter PADDLE_SPEED = 2;
input clk, reset;
input [3:0] KEY;
output reg [9:0] ball_x, ball_y, paddle1_y, paddle2_y;
output reg [3:0] score1, score2;
reg signed [1:0] ball_dx, ball_dy;
wire paddle1_up, paddle1_down, paddle2_up, paddle2_down;
assign paddle1_up = KEY[3];
assign paddle1_down = KEY[2];
assign paddle2_up = KEY[1];
assign paddle2_down = KEY[0];
always@(posedge clk or posedge reset) begin
	if (reset) begin
	  ball_x <= ACTIVE_WIDTH / 2;
	  ball_y <= ACTIVE_HEIGHT / 2;
	  ball_dx <= 1;
	  ball_dy <= 1;
	  score1 <= 0;
	  score2 <= 0;
	end
   else begin
		ball_x <= $signed({1'b0, ball_x}) + ball_dx;
		ball_y <= $signed({1'b0, ball_y}) + ball_dy;
		if (ball_y <= 0) begin
			ball_y <= 1;
			ball_dy <= -ball_dy;
		end else if (ball_y >= ACTIVE_HEIGHT - BALL_HEIGHT) begin
			ball_y <= ACTIVE_HEIGHT - BALL_HEIGHT - 1;
			ball_dy <= -ball_dy;
		end
		if (ball_x <= 0 || ball_x >= ACTIVE_WIDTH - BALL_WIDTH) begin
			ball_x <= ACTIVE_WIDTH / 2;
			ball_y <= ACTIVE_HEIGHT / 2;
			ball_dx <= 1;
			ball_dy <= 1;
			if (ball_x <= 0) score1 <= score1 + 1;
			else score2 <= score2 + 1;
		end
		if (ball_x <= PADDLE_WIDTH && ball_y >= paddle1_y && ball_y <= paddle1_y + PADDLE_HEIGHT) begin
			ball_dx <= -ball_dx;
			ball_x <= PADDLE_WIDTH + PADDLE_SPEED - 1;
		end else if (ball_x >= ACTIVE_WIDTH - PADDLE_WIDTH - BALL_WIDTH && ball_y >= paddle2_y && ball_y <= paddle2_y + PADDLE_HEIGHT) begin
			ball_dx <= -ball_dx;
			ball_x <= ACTIVE_WIDTH - PADDLE_WIDTH - BALL_WIDTH - PADDLE_SPEED + 1;
		end
	end
end
always@(posedge clk or posedge reset) begin
	if (reset) begin
		paddle1_y <= (ACTIVE_HEIGHT - PADDLE_HEIGHT)/2; 
		paddle2_y <= (ACTIVE_HEIGHT - PADDLE_HEIGHT)/2;
	end 
	else begin
		if (paddle1_up && paddle1_y > PADDLE_SPEED - 1) 
			paddle1_y <= paddle1_y - PADDLE_SPEED;  
		if (paddle1_down && paddle1_y < ACTIVE_HEIGHT - PADDLE_HEIGHT - PADDLE_SPEED + 1)
			paddle1_y <= paddle1_y + PADDLE_SPEED;  
		if (paddle2_up && paddle2_y > PADDLE_SPEED - 1) 
			paddle2_y <= paddle2_y - PADDLE_SPEED;  
		if (paddle2_down && paddle2_y < ACTIVE_HEIGHT - PADDLE_HEIGHT - PADDLE_SPEED + 1)
			paddle2_y <= paddle2_y + PADDLE_SPEED;  
	end
end
endmodule
==> ./run.sh <==
#!/bin/bash
# OpenROAD 26Q1-2900-gdf79404cd8, Yosys 0.63+post, stock flow scripts
make -C /OpenROAD-flow-scripts/flow DESIGN_CONFIG=/design/flow/config.mk WORK_HOME=/design/flow/orfs finish
==> ./config.mk <==
export PLATFORM = sky130hd
export DESIGN_NAME = game_logic
export DESIGN_NICKNAME = game_logic
export VERILOG_FILES = /design/flow/design.v
export SDC_FILE = /design/flow/constraint.sdc
export NUM_CORES = 4
export LEC_CHECK = 1
export CORE_UTILIZATION = 30
==> ./constraint.sdc <==
current_design game_logic

set clk_period 6.9
set clk_io_pct 0.2

create_clock -name clk0 -period $clk_period [get_ports {clk}]

set non_clock_inputs [all_inputs -no_clocks]
set_input_delay [expr $clk_period * $clk_io_pct] -clock clk0 $non_clock_inputs
set_output_delay [expr $clk_period * $clk_io_pct] -clock clk0 [all_outputs]
==> impl.org <==
#+TITLE: Implementation results

** Clock tree
- TritonCTS built the clock tree.
- CTS H-tree lvls :: 2
- Cts repair resizes :: 0
- Post CTS Setup Buffer Count :: 0
- Number of CTS-inserted buffers :: 5
- Sink count of the clock tree :: 50
- No sink is reached through more buffers than the 2 on the longest clock path.
- As reported, the later end of the worst-skew pair has a clock insertion delay of 0.30 ns.
- The tree is rooted in a sky130_fd_sc_hd__clkbuf_16.
- On the worst setup and hold paths after CTS, the clock-pin slew comes to 0.07 ns.
- Number of buffers inserted for hold repair after clock tree synthesis :: 0

** Synthesis
- Cells after synthesis :: 489
- Proportion of synthesized flip-flops having asynchronous set or reset :: 1.00
- Most common flop cell mapped by yosys :: sky130_fd_sc_hd__dfrtp_1
- Per Yosys stat, the portion of area used by sequential elements is 0.284.
- By area, the combinational part of the netlist is dominated by adder cells.
- Post-synthesis simple-gate area fraction :: 0.142
- Number of warnings issued by yosys :: 1
- Flops out of synthesis :: 50
- Yosys reports the multiplexer fraction of the synthesized area as 0.0139.
- Distinct cell type count of the synthesized netlist :: 51
- The synthesized netlist was found by Yosys to have 489 cells.
- Mean area per synthesized cell :: 9.19 sq um
- The synthesized design contains 0 enable-type register cells.
- Summed standard-cell area reported by yosys :: 4490 sq um
- Xor and xnor area share after synthesis :: 0.101
- Yosys adder share :: 0.224
- Area fraction in compound gates after synthesis :: 0.205
- The mapped netlist covers 4490 sq um.

** Global routing
- The global routing report lists met1 layer usage as 0.217.
- Total track usage :: 0.140
- Vias in the first global route :: 3539
- Number of antenna violations at the first check in global routing :: 0
- met1 is the most crowded layer.
- Pin count of the biggest net entering global routing :: 51
- Per the GRT congestion report, total overflow comes to 0.
- Global-route wire length before repair :: 17.8 mm
- The global routing report lists met3 layer usage as 0.0232.
- In the global route stage, met2 resource usage came out at 0.217.

** Layout
- Fraction of layout instances using a drive strength above 1 :: 0.0846
- At the end of the flow the core is filled with cells to 0.368.
- The filler cells instantiated in the layout total 1392.
- From synthesis to final layout, the design area changed by 19.5%.

** Final timing
- Counting pins that exceed their max-slew limit in the final report gives 0.
- Dividing the final minimum period by the clock period gives 0.540.
- For reference, the final report shows the hold violation count at 0.
- Subtracting the final worst setup slack from the clock period gives 3.73 ns.
- Setup violations, final :: 0
- Worst Clk Skew :: 0.00901 ns
- The slew check shows that the tightest pin keeps a relative margin of 0.496.
- The highest clock rate this design can be run at is 268 MHz.
- Setup repair after global routing missed its margin :: no
- Pin slew with the least headroom to its limit :: 0.756 ns
- Total negative slack for setup checks :: 0 ns

** Detailed routing
- Total Wirelength :: 10.3 mm
- The DRC violation total left in the routed layout is recorded as 0.
- Per the detail_route report, vias per standard cell equal 5.02.
- Antenna repair during routing inserted a diode count of 0.
- Nets still carrying antenna violations after routing amount to 0.
- Post-detailed-route wirelength per cell :: 14.2 um
- For this block, the initial DRC count from the detailed router was 199.
- Detailed routing inserted a total of 3654 vias.
- 1st-pass router iterations :: 4

** Hold path
- The path class of the tightest hold or removal check is flip-flop to flip-flop.

** Die
- Starting utilization of the core area :: 0.308
- The die is 124 um wide.
- IO Count :: 54
- The total area inside the core boundary comes to 14600 sq um.
- Measured along the y axis, the die boundary spans 124 um.
- Placement Rows :: 44
- Total die size :: 15500 sq um

** Setup path
- Worst-path fanout max :: 8
- Critical path data required time :: 7.07 ns
- STA classifies the critical path endpoint as a flip-flop.
- The worst setup path is launched from an input pin.
- Category of the most critical setup path :: input pin to flip-flop
- Data arrival time of the critical path :: 3.90 ns

** Power and ir drop
- Max IR drop VDD :: 209 uV
- The design draws 1.99 mW.
- Combinational Power Share :: 0.619
- NetSw :: 857 uW
- The leakage component of the power was reported as 2.40 nW.
- Of the total power, the share spent switching nets is 0.431.
- Power Dens Cells :: 370 nW/um^2
- Of the total power, the clock network draws 0.132.
- Internal Power :: 1.13 mW
- Fraction of power consumed by sequential logic :: 0.250

** Place
- I/O Buffers :: 51
- Weighted congestion reported at the end of routability-driven placement :: 0.866
- Final HPWL from detailed placement :: 7.79 mm

** Job
- Max Cap Viol :: 0
- Summing over the stages, the warning tally comes to 29.

** Run status
- The flow ran to the end, and the final reports show no timing, DRC or antenna violations.
## Yosys cell counts (6+ instances only)
cell                       count  area share
sky130_fd_sc_hd__a21o_1       18       0.030
sky130_fd_sc_hd__a21oi_1      43       0.048
sky130_fd_sc_hd__dfrtp_1      32        0.18
sky130_fd_sc_hd__dfstp_2      18        0.11
sky130_fd_sc_hd__ha_1         74        0.21
sky130_fd_sc_hd__inv_1        27       0.023
sky130_fd_sc_hd__nand2_1      45       0.038
sky130_fd_sc_hd__nand2b_1      6      0.0084
sky130_fd_sc_hd__nand3_1       9       0.010
sky130_fd_sc_hd__nand4_1       9       0.013
sky130_fd_sc_hd__nor2_1       32       0.027
sky130_fd_sc_hd__nor2b_1       6      0.0084
sky130_fd_sc_hd__nor3_1        8      0.0089
sky130_fd_sc_hd__nor4_1        8       0.011
sky130_fd_sc_hd__o21a_1        7       0.012
sky130_fd_sc_hd__o21ai_0      28       0.031
sky130_fd_sc_hd__o21bai_1      6       0.010
sky130_fd_sc_hd__xnor2_1      40       0.078
sky130_fd_sc_hd__xor2_1       12       0.023
## area by class of cell
cell class / count / area, sq um / share of cell area
Multi-Input combinational cell: 407 / 3090 / 0.576
Timing Repair Buffer: 52 / 518 / 0.0965
Sequential cell: 50 / 1270 / 0.237
Clock inverter: 3 / 28.8 / 0.00536
Inverter: 27 / 101 / 0.0189
Tap cell: 184 / 230 / 0.0429
Clock buffer: 5 / 125 / 0.0233
## path summary, 6_finish.rpt
path                                          start  cells past startpoint  slack, ns                        to
max in group asynchronous                     reset                      3       4.87       ball_y[2]$_DFF_PP0_
min                           score2[3]$_DFFE_PP0P_                      1       0.47     score2[3]$_DFFE_PP0P_
max reg2reg                paddle1_y[1]$_DFFE_PP1P_                     12       3.67    ball_dx[1]$_DFFE_PP0P_
max                                          KEY[2]                     12       3.17  paddle1_y[8]$_DFFE_PP0P_
min reg2reg                   score2[3]$_DFFE_PP0P_                      1       0.47     score2[3]$_DFFE_PP0P_
min in group asynchronous                     reset                      3       1.57     score1[3]$_DFFE_PP0P_
## worst max-delay path, cell delays in order
cell and delay, ns:
sky130_fd_sc_hd__clkdlybuf4s50_1 0.46, sky130_fd_sc_hd__o31ai_1 0.08, sky130_fd_sc_hd__nor2_1 0.18, sky130_fd_sc_hd__inv_1 0.19
sky130_fd_sc_hd__ha_1 0.31, sky130_fd_sc_hd__a21o_1 0.17, sky130_fd_sc_hd__a21oi_1 0.23, sky130_fd_sc_hd__nor2b_1 0.08
sky130_fd_sc_hd__o21a_1 0.18, sky130_fd_sc_hd__o41ai_1 0.36, sky130_fd_sc_hd__xor2_1 0.18, sky130_fd_sc_hd__mux2i_1 0.08
## kinds of logic after synthesis
kind of cell               Yosys count
DFF                                 50
buffers and inverters               33
muxes                                6
xor gates and xnor gates            52
and+or+nand+nor                    134
other                                1
adders and majority gates           78
AOI/OAI and AO/OA                  135
## power groups by stage
| stage | Sequential, mW | Clock [mW] | Combinational (mW) |
|---|---|---|---|
| global route | 0.514 | 0.284 | 1.40 |
| CTS | 0.497 | 0.274 | 1.23 |
| finish | 0.496 | 0.262 | 1.23 |
## flip-flops by register name, indices dropped and copies added (netlist names)
register	count
score1	4
paddle1_y	9
ball_dy	2
ball_x	10
ball_dx	2
score2	4
paddle2_y	9
ball_y	10
## metal layers
metal,vias up,share of wire
met4,0,0.0090
met5,-,0
met2,72,0.44
li1,1881,-
met3,8,0.044
met1,1693,0.50
## through the flow
step	setup WS (ns)	hold WS, ns	std cells	cell area [sq um]
finish	3.17	0.472	728	5370
floorplan	3.56	0.424	490	4500
global route	2.98	0.513	728	5370
global placement	2.97	0.461	720	5210
detailed placement	2.88	0.466	720	5210
CTS	3.19	0.484	728	5370
## layout by cell type (no fill, tap or decap), types with 7 or more instances in the layout
cell,count
sky130_fd_sc_hd__a21o_1,18
sky130_fd_sc_hd__dfrtp_1,32
sky130_fd_sc_hd__o21ai_0,28
sky130_fd_sc_hd__nor3_1,8
sky130_fd_sc_hd__a21oi_1,43
sky130_fd_sc_hd__xor2_1,12
sky130_fd_sc_hd__ha_1,74
sky130_fd_sc_hd__nor2_1,32
sky130_fd_sc_hd__xnor2_1,40
sky130_fd_sc_hd__nor4_1,8
sky130_fd_sc_hd__nand3_1,9
sky130_fd_sc_hd__dfstp_2,18
sky130_fd_sc_hd__nand4_1,9
sky130_fd_sc_hd__clkdlybuf4s50_1,51
sky130_fd_sc_hd__inv_1,26
sky130_fd_sc_hd__nand2_1,45
sky130_fd_sc_hd__o21a_1,7
Power figures rest on the tool's default switching activity, not on a simulated workload.
